File: design.v
module ctrl_microondas 
(
    input clock, reset, start, stop, pause, porta, mais, menos, potencia, sec_mod,
    input [1:0] min_mod,
    output [7:0] an, 
    output [7:0] dec_cat,
    output [2:0] potencia_rbg
);
  wire start_ed, pause_ed, stop_ed, mais_ed, menos_ed;
  edge_detector operationDetectorStart (.rising(start_ed), .din(start), .clock(clock), .reset(reset));
  edge_detector operationDetectorStop (.rising(stop_ed), .din(stop), .clock(clock), .reset(reset));
  edge_detector operationDetectorPause (.rising(pause_ed), .din(pause), .clock(clock), .reset(reset));
  edge_detector operationDetectorMais (.rising(mais_ed), .din(mais), .clock(clock), .reset(reset));
  edge_detector operationDetectorMenos (.rising(menos_ed), .din(menos), .clock(clock), .reset(reset));
  reg [1:0] EA, PE;
  reg [1:0] potencia_atual;
  reg [6:0] min, sec;
  wire done, pause_timer, start_timer;
  wire [2:0] potencia_rgb_comb;
  wire [7:0] dec_cat_potencia; 
  wire [7:0] display;
	  always @(posedge clock or posedge reset)
    begin
      if(reset == 1'b1)begin  
        PE <= 2'b00;
        EA <= 2'b00;
      end
      else begin
        EA <= PE;
        if(EA ==  2'b00)begin
          if(start_ed == 1 && porta == 0)begin
            PE <= 2'b11;
          end
        end
        if(EA == 2'b01)begin
          if(pause_ed == 1 || porta == 1)begin
              PE <= 2'b10;
          end
          if(stop_ed == 1 || done == 1)begin 
              PE <= 2'b00; 
          end
        end
        if(EA == 2'b10 ) begin
          if(stop_ed == 1) begin
              PE <= 2'b00;
          end
          if((pause_ed == 1 || start_ed == 1) && porta == 0)begin
              PE <= 2'b01;
          end
        end
        if (EA == 2'b11) begin
          if (done == 1) begin
            PE <= 2'b11;
          end
          else begin
            PE <= 2'b01;
          end
        end
      end
    end
    always @(posedge clock or posedge reset)
    begin
      if(reset == 1'b1)begin
        min <= 6'b0;
        sec <= 6'b0;
      end
      else begin
      if(EA ==  2'b00) begin
        if (mais_ed == 1 && potencia == 0) begin
          if(min_mod[1] == 1)begin
            if(min >= 7'b1011010) begin  
              min <= 7'b1100011;
              sec <=  6'b111011;
            end
            else begin
            min <= min + 6'b001010;
            end
          end
          else if(min_mod[0] == 1)begin
            if(min >= 7'b1100011)begin  
              min <= 7'b1100011;
              sec <=  6'b111011;
            end
            else begin
            min <= min + 6'b000001;
            end
          end
          else if(sec_mod == 1)begin
            if(sec >= 6'b110010 && min == 7'b1100011)begin  
                sec <= 6'b111011;
              end
            else if (sec >= 6'b110010) begin  
              min <= min + 6'b000001;
              sec <= sec - 6'b110010; 
            end
            else begin
              sec <= sec + 6'b001010;
            end
          end
          else begin
            if(sec >= 6'b111011 && min == 7'b1100011)begin  
              sec <= 6'b111011;
            end
            else if (sec >= 6'b111011) begin  
              min <= min + 6'b000001;
              sec <= 6'b000000; 
            end
            else begin
              sec <= sec + 6'b000001;
            end
          end
        end
        if (menos_ed == 1 && potencia == 0) begin
          if(min_mod[1] == 1'b1)begin
            if (min < 6'b001010) begin  
              min <= 6'b0;
              sec <= 6'b0;
            end
            else begin
            min <= min - 6'b001010;
            end
          end
          else if(min_mod[0] == 1'b1)begin
            if (min < 6'b000001) begin 
              min <= 6'b0;
              sec <= 6'b0;
            end
            else begin
            min <= min - 6'b000001;
            end
          end
          else if(sec_mod == 1)begin
            if (sec < 6'b001010 && min == 6'b0) begin
              sec <= 6'b0;
            end
            else if (sec < 6'b001010) begin 
              sec <= sec + 6'b110010;
              min <= min - 1;
            end
            else begin
            sec <= sec - 6'b001010;
            end
          end
          else begin
            if (sec == 6'b0 && min == 6'b0) begin
              sec <= 6'b0; 
            end
            else if (sec == 6'b000000) begin
              sec <= 6'b111011;  
              min <= min - 1;
            end
            else begin
              sec <= sec - 6'b000001;
            end
          end
        end
      end
      if (EA == 2'b01) begin
        min <= 6'b0;
        sec <= 6'b0;
      end
      end
    end
    always @(posedge clock or posedge reset)
    begin
      if(reset == 1'b1)begin
        potencia_atual <= 2'b0;
      end
      else if(EA ==  2'b00) begin
        if (mais_ed == 1 && potencia == 1) begin
          if(potencia_atual < 2'b10)begin
            potencia_atual <= potencia_atual + 1'b1;
          end
        end
        if (menos_ed == 1 && potencia == 1) begin
          if(potencia_atual > 2'b00)begin
            potencia_atual <= potencia_atual - 1'b1;
          end
        end
      end
    end
  assign start_timer = (EA == 2'b11 || EA == 2'b01) ? 1'b1 : 1'b0;
  assign pause_timer = (EA == 2'b10) ? 1'b1 : 1'b0;
  assign potencia_rbg = ( EA == 2'b01 ) ? potencia_rgb_comb : 3'b000;
  assign potencia_rgb_comb = (potencia_atual == 2'b00) ? 3'b001 :
                              (potencia_atual == 2'b01) ? 3'b010 :
                              3'b100 ;
  assign dec_cat = (an[5] == 1'b0 ) ? dec_cat_potencia : display;
  assign dec_cat_potencia = (potencia_atual == 2'b00) ? 8'b11101111 :
                            (potencia_atual == 2'b01) ? 8'b11111101 :
                            8'b01111111 ;
  timer tempo(.clock(clock), .reset(reset), .start(start_timer), .stop(stop_ed), .pause(pause_timer), .an(an), .sec(sec), .min(min), .dec_cat(display), .done(done));
endmodule
module dspl_drv_NexysA7 
#(parameter HALF_MS_COUNT = 50000)
(
  input clock, reset,
  input [5:0] d1, d2, d3, d4, d5, d6, d7, d8,
  output reg [7:0] an, dec_cat
);
  reg ck_1KHz;
  reg [2:0] dig_selection;
  reg [4:0] selected_dig;
  reg [31:0] count_50K;
  always @(posedge clock or posedge reset)
  begin
    if (reset == 1'b1) begin
      ck_1KHz   <= 1'b0;
      count_50K <= 32'd0;
    end
    else begin
      if (count_50K == HALF_MS_COUNT-1) begin
        ck_1KHz   <= ~ck_1KHz;
        count_50K <= 32'd0;
      end
      else begin
        count_50K <= count_50K + 1;
      end
    end
  end
  always @(posedge ck_1KHz or posedge reset)
  begin
    if (reset == 1'b1) begin
      dig_selection <= 3'd0;
      selected_dig  <= 5'd0;
      an            <= 8'b11111111;  
    end
    else begin
      if (dig_selection == 3'b111) begin
        dig_selection <= 3'd0;
      end
      else begin
        dig_selection <= dig_selection + 1;
      end
      case (dig_selection)
        3'd0 : begin
          selected_dig <= d1[4:0];
          an <= {7'b1111111, ~d1[5]};
        end
        3'd1 : begin
          selected_dig <= d2[4:0];
          an <= {6'b111111, ~d2[5], 1'b1};
        end
        3'd2 : begin
          selected_dig <= d3[4:0];
          an <= {5'b11111, ~d3[5], 2'b11};
        end
        3'd3 : begin
          selected_dig <= d4[4:0];
          an <= {4'b1111, ~d4[5], 3'b111};
        end
        3'd4 : begin
          selected_dig <= d5[4:0];
          an <= {3'b111, ~d5[5], 4'b1111};
        end
        3'd5 : begin
          selected_dig <= d6[4:0];
          an <= {2'b11, ~d6[5], 5'b11111};
        end
        3'd6 : begin
          selected_dig <= d7[4:0];
          an <= {1'b1, ~d7[5], 6'b111111};
        end
        default : begin
          selected_dig <= d8[4:0];
          an <= {~d8[5], 7'b1111111};
        end
      endcase
    end
  end
  always @*
  begin
    case (selected_dig[4:1])
      4'h0 : dec_cat[7:1] = 7'b0000001;
      4'h1 : dec_cat[7:1] = 7'b1001111;
      4'h2 : dec_cat[7:1] = 7'b0010010;
      4'h3 : dec_cat[7:1] = 7'b0000110;
      4'h4 : dec_cat[7:1] = 7'b1001100;
      4'h5 : dec_cat[7:1] = 7'b0100100;
      4'h6 : dec_cat[7:1] = 7'b0100000;
      4'h7 : dec_cat[7:1] = 7'b0001111;
      4'h8 : dec_cat[7:1] = 7'b0000000;
      4'h9 : dec_cat[7:1] = 7'b0000100;
      4'hA : dec_cat[7:1] = 7'b0001000;
      4'hB : dec_cat[7:1] = 7'b1100000;
      4'hC : dec_cat[7:1] = 7'b0110001;
      4'hD : dec_cat[7:1] = 7'b1000010;
      4'hE : dec_cat[7:1] = 7'b0110000;
      default : dec_cat[7:1] = 7'b0111000;
    endcase
    dec_cat[0] = ~selected_dig[0];
  end
endmodule
module edge_detector
(
  input clock, reset, din,
  output reg rising
);
  reg [16:0] contador;
  reg [1:0] EA;
  always @(posedge clock or posedge reset)
  begin
    if (reset == 1'b1) begin
	  EA <= 2'd0;
      rising <= 1'b0;
	  contador <= 17'd0;
    end
    else begin
      case (EA)
        2'd0 : begin
          if (din == 1'b1) begin
            contador <= 17'd0;
			EA <= 2'd1;
			rising <= 1'b1;
          end
        end
        2'd1 : begin
	      EA <= 2'd2;
	      rising <= 1'b0;
        end	
        default : begin
          if (din == 1'b0 && contador > 130000) begin  
            EA <= 2'd0;
		  end
		  else begin
		    contador <= contador + 1;
          end
        end
      endcase
    end
  end
endmodule
module timer
#(parameter HALF_MS_COUNT = 50000 *1000 ) 
(  
  input clock, reset, start, stop, pause,
  input [6:0] min, sec,
  output done,
  output [7:0] an, dec_cat
);
  wire pause_ed, start_ed, stop_ed;
  edge_detector operationDetectorPause (.rising(pause_ed), .din(pause), .clock(clock), .reset(reset));
  edge_detector operationDetectorStart (.rising(start_ed), .din(start), .clock(clock), .reset(reset));
  edge_detector operationDetectorStop (.rising(stop_ed), .din(stop), .clock(clock), .reset(reset));
    reg [6:0] sec_left, min_left;
    reg [2:0] EA, PE;
    wire [3:0] sec_uni, sec_dec, min_uni, min_dec;
    reg clk1seg;
    reg [31:0] count_50M;
    always @(posedge clock or posedge reset)
    begin
      if (reset == 1'b1) begin
        clk1seg   <= 1'b0;
        count_50M <= 32'd0;
      end
      else begin
        if (count_50M == HALF_MS_COUNT-1) begin
          clk1seg   <= ~clk1seg;
          count_50M <= 32'd0;
        end
        else begin
          count_50M <= count_50M + 1;
        end
      end
    end
    always @(posedge clock or posedge reset)
    begin
      if(reset==1'b1)begin
        PE <= 2'b00;
        EA <= 2'b00;
      end
      else begin
        EA <= PE;
        if(EA ==  2'b00)begin
          if(start_ed==1)begin
            PE <= 2'b01;
          end
        end
        if(EA == 2'b01)begin
          if(pause_ed == 1)begin
            PE <= 2'b10;
          end
          if(stop_ed == 1 || sec_left == 6'b0 && min_left== 6'b0)begin 
            PE <= 2'b00; 
          end
        end
        if(EA == 2'b10 ) begin
          if(stop_ed == 1) begin
            PE <= 2'b00;
          end
          if(pause_ed == 1 || start_ed == 1)begin
            PE <= 2'b01;
          end
        end
      end
    end
    always @(posedge clk1seg or posedge reset)
    begin
      if(reset==1'b1)begin
        sec_left<=7'b0;
        min_left<=7'b0;
      end
      else begin
        if(EA==2'b00)begin
          if(sec >7'b0111011)begin
            sec_left <= 7'b0111011;
          end
          else begin
            sec_left<=sec;
          end
          if(min > 7'b1100011)begin
            min_left <=7'b1100011;
          end
          else begin 
            min_left<=min;
          end       
        end
        if(EA==2'b01)begin
          if(sec_left>0)begin
            sec_left<=sec_left-1;
          end
          if(sec_left==0 && min_left>0)begin
            min_left<=min_left-1;
            sec_left<=7'b0111011;
          end
        end
      end
    end
    assign done = (EA == 2'b00) ? 1 : 0;
    integer minutes;
    always@(min_left)
    minutes = min_left;
    integer seconds;
    always@(sec_left)
    seconds = sec_left;
    assign sec_uni = seconds % 10;
    assign sec_dec = seconds / 10;
    assign min_uni =  minutes % 10;
    assign min_dec = minutes / 10;
    dspl_drv_NexysA7 instaciacao (.reset(reset), .clock(clock), .d1({1'b1, sec_uni,1'b0}), .d2({1'b1, sec_dec, 1'b0}), .d3({1'b1, min_uni, 1'b0}), .d4({1'b1, min_dec, 1'b0}), .d5(6'b0), .d6(6'b0), .d7(6'b0), .d8(6'b0), .dec_cat(dec_cat), .an(an));
endmodule
File: run.sh
#!/bin/bash
# OpenROAD 26Q1-2900-gdf79404cd8, Yosys 0.63+post, stock flow scripts
make -C /OpenROAD-flow-scripts/flow DESIGN_CONFIG=/design/flow/config.mk WORK_HOME=/design/flow/orfs finish
File: config.mk
export PLATFORM = sky130hd
export DESIGN_NAME = ctrl_microondas
export DESIGN_NICKNAME = ctrl_microondas
export VERILOG_FILES = /design/flow/design.v
export SDC_FILE = /design/flow/constraint.sdc
export NUM_CORES = 4
export LEC_CHECK = 1
export CORE_UTILIZATION = 40
File: constraint.sdc
current_design ctrl_microondas

set clk_period 5.3
set clk_io_pct 0.2

create_clock -name clk0 -period $clk_period [get_ports {clock}]

set non_clock_inputs [all_inputs -no_clocks]
set_input_delay [expr $clk_period * $clk_io_pct] -clock clk0 $non_clock_inputs
set_output_delay [expr $clk_period * $clk_io_pct] -clock clk0 [all_outputs]
==> reports/metrics.yaml <==
coreArea_um2: 42100
ys.flops: 285
maxCapViolations: 0
top_area_cell: "dfrtp_1"
finalSetupTns_ns: 0
hpwl_um: 25300
hold_viol: 0
grt_max_degree: 119
untimed_endpoints: 36
antenna_found_initial: 1
status: "finished clean"
fillers: 3910
synthCells: 1958
start_kind: "flop"
ys_sh_mux_pct: 1.61
yosysMostFrequentCell: "dfrtp_1"
synth-edff-count: 0
grt_pass1_vias: 12900
worstMarginPinSlew_ns: 0.770
finalClockSkew_ns: 0.0102
post_cts_buffers: 0
yosysUniqueCellTypes: 87
cp.required_ns: 5.72
viasPerCell: 5.43
ys_sh_adder_pct: 4.60
power_mw: 4.26
final_antenna_net_count: 0
ir_drop_mv: 0.243
synthAoiAreaFrac_pct: 14.6
slew_violations: 0
grt_pass1_wl_um: 63000
worstPathArrival_ns: 4.05
hold_buffers: 0
fin_crit_sh_pct: 68.5
logic_area_um2: 9390
slew_headroom_pct: 48.1
track_usage_pct: 17.5
postSynthSeqShare_pct: 41.7
ys_warn_count: 4
die_y_um: 209
xor_area_share_pct: 9.85
area_delta_synth_final_pct: 9.92
wl_per_cell_um: 14.4
firstDrtPassIters: 7
rsz0062_at_grt: "false"
crit_type: "reg2reg"
synthesis.area_um2: 17100
overflow: 0
design_area_um2: 18800
synthTopCellsByArea: "dfrtp_1, xor2_1, nor2_1, ha_1, nand2_1"
logic_family: "simple AND/OR/NAND/NOR gates"
simple_gate_share_pct: 24.0
yosysTopAreaCellShare_pct: 39.9
ys.flop_type: "dfrtp_1"
cts_resized: 0
worst_path_max_delay_cell: "dfrtp_1"
drcViolationCount: 0
min_period_ns: 3.63
pin_count: 31
clk_root_buffer_cell: "clkbuf_16"
antenna_cells: 0
fp_util_pct: 40.7
p_leak_nw: 8.27
place_congestion: 0.967
fmax_ghz: 0.276
numCtsBuffers: 28
port_buffers: 25
drt_wl_total_um: 36400
yosysChipArea_um2: 17100
async_flop_share_pct: 100
drive_gt1_share_pct: 5.49
seq_area_um2: 7150
first_iter_violations: 1026
tritoncts: "built"
dieArea_um2: 43700
cp_slowest_stage_delay_ns: 0.70
powerDensity_nw_per_um2: 226
holdWs_ns: 0.362
die_w_um: 209
clk_latency_ns: 0.55
hp-class: "reg2reg"
avgSynthCellArea_um2: 8.75
unclocked_regs: 25
dpl-instance-area_um2: 17900
rows: 75
cts_max_path_buffers: 3
vias: 13700
ys_cells: 1958
cp_cell_sequence: "inv_1 > ha_1 > nor2b_1 > a21o_1 > a31oi_1 > o211ai_1 > o32ai_1 > and3_1 > a21oi_1 > nor2_1 > o22ai_1 > a221o_1"
top_cells_by_count: "dfrtp_1, nor2_1, nand2_1"
setup_viol: 0
htree_num_levels: 1
end_kind: "flop"
path_max_fanout: 18
clkSlewWorstSetupHoldPaths_ns: 0.06
warning_count: 64
-- cell usage in the layout, fill, tap and decap left out, types with 14 or more instances in the layout --
master,netlist,layout
o211ai_1,15,15
nor2_1,239,239
clkdlybuf4s50_1,0,25
a21o_1,19,19
and2_1,25,25
a31oi_1,17,17
clkbuf_16,0,29
nor4_1,21,21
or3_1,37,37
nand2b_1,26,26
nand3_1,101,101
nor3_1,48,47
nand2_1,189,189
and3_1,32,32
xor2_1,117,117
ha_1,63,63
inv_1,82,81
dfrtp_1,273,273
o21ai_0,111,111
a21oi_1,111,111
o22ai_1,24,24
xnor2_1,74,74
nand4_1,59,59
mux2i_1,14,14
buf_4,5,15
-- cell type report --
type	count	share of cell area, %
clock buffer	44	4.42
clock inverter	7	0.452
inverter	86	1.77
multi-input combinational	1522	49.8
sequential	285	37.9
tap	539	3.58
timing repair buffer	41	2.03
-- report_power, final --
group	leakage, nW	internal, mW	total [mW]	switching (mW)
Combinational	4.13	0.103	0.292	0.189
Clock	0.453	1.17	1.94	0.770
Sequential	3.69	1.99	2.03	0.0332
-- metrics by stage --
stage | util, % | setup slack, ns | cells
2_1_floorplan | - | 0.473 | 1962
3_3_place_gp | 42.5 | 1.62 | 2473
3_5_place_dp | 42.5 | 1.60 | 2473
4_1_cts | 44.7 | 1.76 | 2524
5_1_grt | 44.7 | 1.42 | 2524
6_report | 44.7 | 1.67 | 2524
-- worst max-delay path: cells and delay by family, from the launching register on --
kind,cells,cell delay [ns]
compound gates,7,1.64
flops,1,0.70
fa+ha+maj,1,0.40
simple gates,3,0.52
buf+inv,1,0.25
-- kinds of logic after synthesis --
kind of cell,count (synthesis)
DFF,285
other,1
adders and majority gates,63
AOI/OAI and AO/OA,398
xor gates and xnor gates,192
muxes,23
and+or+nand+nor,841
buffers and inverters,155
-- worst paths after layout --
path	from	endpoint	slack [ns]	depth (start not counted)
hold / removal	tempo.PE[2]	tempo.EA[2]	0.36	0
setup reg to reg	sec[2]	min[5]	1.67	12
min in group asynchronous	reset	operationDetectorStart.contador[15]	0.99	3
setup / recovery	sec[2]	min[5]	1.67	12
hold reg to reg	tempo.PE[2]	tempo.EA[2]	0.36	0
max in group asynchronous	reset	operationDetectorMais.EA[0]	3.28	4
-- layer usage --
layer	vias to the layer above	GRT usage, %	part of all wire (%)
met3	42	2.58	4.7
li1	6907	-	-
met4	2	2.64	1.5
met2	247	26.1	45
met1	6517	28.6	49
met5	-	0	0.047
-- registers in the layout (all words and copies together), names as in the netlist, 4 cells and up, named ones only --
name	cells
tempo.sec_left	7
operationDetectorPause.contador	17
tempo.min_left	7
tempo.instaciacao.count_50K	32
operationDetectorMais.contador	17
operationDetectorMenos.contador	17
operationDetectorStop.contador	17
operationDetectorStart.contador	17
tempo.instaciacao.selected_dig	4
tempo.operationDetectorStop.contador	17
sec	7
min	7
tempo.operationDetectorStart.contador	17
tempo.operationDetectorPause.contador	17
tempo.instaciacao.an	4
tempo.count_50M	32
Power and IR drop assume default switching activity.
