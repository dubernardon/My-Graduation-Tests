==> flow/design.v <==
module soma 
(
    input clock, reset, start, op,
    input [31:0] data_a, data_b,
    output [31:0] data_o,
    output busy, ready
);
    reg [128:0] resultado;
    wire [128:0] resultado_wire;
    reg [127:0] operador_total;
    wire [127:0] operador_wire;
    reg [31:0] data_a_reg, data_b_reg, data_o_reg;
    reg [7:0] expoente_a, expoente_b, deslocamento, count_left, count_right, count_test, pos_1;
    wire [7:0] expoente_maior, add_zero, remove_zero;
    reg [2:0] EA;
    wire [1:0] arredondamento;
    reg signal_A, signal_B, signal_Resultado;
    reg op_reg;
    wire signal_wire, calculo_test, igual_test, maior_data_test, maior_expoente_test, signal_igual_test, signal_maior_test;
    always @(posedge clock or posedge reset)
    begin
      if(reset == 1'b1)begin
        EA <= 3'b000;
      end
      else begin
        if(EA ==  3'b000)begin    
            if (start == 1'b1) begin
                EA <= 3'b001;
            end
        end
        if(EA == 3'b001)begin     
            EA <= 3'b010;
        end
        if(EA == 3'b010) begin   
            EA <= 3'b011;
        end
        if (EA == 3'b011) begin   
            if (count_left == 8'd24) begin
                EA <= 3'b100; 
            end
        end
        if (EA == 3'b100) begin   
            EA <= 3'b101; 
        end
        if (EA == 3'b101) begin   
            if (count_test == 8'd0) begin    
                EA <= 3'b110;
            end
        end
        if (EA == 3'b110) begin   
            if ((count_right + add_zero - remove_zero > 8'd22) && count_right >= remove_zero) begin    
                EA <= 3'b111;
            end
        end
        if (EA == 3'b111) begin   
            EA <= 3'b000;
        end
      end
    end
    always @(posedge clock or posedge reset) 
    begin
        if(reset == 1'b1)begin
            expoente_a <= 8'd0;
            expoente_b <= 8'd0;
            deslocamento <= 8'd0;
        end
        else begin
            if (EA == 3'b001) begin
                expoente_a <= data_a[30:23];
                expoente_b <= data_b[30:23];     
            end
            else if (EA == 3'b010) begin
                if (expoente_a > expoente_b) begin
                    deslocamento <= expoente_a - expoente_b;
                end
                else begin
                    deslocamento <= expoente_b - expoente_a;
                end
            end    
        end    
    end
    always @(posedge clock or posedge reset) 
    begin
        if(reset == 1'b1)begin
            data_a_reg <= 32'd0;
            data_b_reg <= 32'd0;
        end
        else begin
            if (EA == 3'b001) begin
                data_a_reg <= data_a;
                data_b_reg <= data_b;     
            end    
        end    
    end
    always @(posedge clock or posedge reset) 
    begin
        if(reset == 1'b1)begin
            signal_A <= 1'b0;
            signal_B <= 1'b0;
        end
        else begin
            if (EA == 3'b010) begin
                signal_A <= data_a_reg[31];
                signal_B <= data_b_reg[31];
            end    
        end    
    end
    always @(posedge clock or posedge reset) 
    begin
        if(reset == 1'b1)begin
            op_reg <= 1'b0;
        end
        else begin
            if (EA == 3'b001) begin
                op_reg <= op;   
            end    
        end    
    end
    always @(posedge clock or posedge reset) 
    begin
        if(reset == 1'b1)begin
            operador_total <= 128'd0;
            count_left <= 8'd0;
        end
        else begin
            if (EA == 3'b001) begin
                operador_total <= 128'd0;
                count_left <= 8'd0;  
            end
            else if (EA == 3'b011) begin
                if (count_left < 8'd24) begin
                    operador_total[count_left + deslocamento] <= operador_wire[count_left];      
                    count_left <= count_left + 8'd1;
                end
            end
        end
    end 
    assign igual_test = (expoente_a == expoente_b) ? maior_data_test : maior_expoente_test;
    assign maior_data_test  = (data_a_reg[22:0] > data_b_reg[22:0]) ? 1'b1 : 1'b0;
    assign maior_expoente_test = (expoente_a > expoente_b) ? 1'b1 : 1'b0;
    assign operador_wire = (igual_test) ? {104'd0, 1'b1 ,data_a_reg[22:0]} : {104'd0, 1'b1, data_b_reg[22:0]};  
    always @(posedge clock or posedge reset) begin
        if(reset == 1'b1)begin
            resultado <= 129'd0;
            signal_Resultado <= 1'b0;
            count_test <= 8'd0;
            pos_1 <= 8'd0;
        end
        else begin
            if (EA == 3'b001) begin
                count_test <= 8'd128;
                pos_1 <= 8'd127;
            end
            if (EA == 3'b100)begin
                if(calculo_test)begin
                    resultado <= {1'b0, operador_total} + resultado_wire;
                end
                else begin
                    resultado <= {1'b0, operador_total} - resultado_wire;
                end
                signal_Resultado <= signal_wire;
            end
            if (EA == 3'b101)begin
                if (count_test > 8'd0) begin
                    if (resultado[count_test - 8'd1] == 1'b1) begin
                        count_test <= 8'd0;
                    end
                    else begin
                        count_test <= count_test - 8'd1;
                        pos_1 <= pos_1 - 8'd1;
                    end
                end
            end
        end
    end
    assign add_zero = ((8'd23 + deslocamento) > (pos_1)) ? (8'd23 + deslocamento) - (pos_1) : 8'd0;
    assign remove_zero = ((pos_1) > (8'd23 + deslocamento)) ? (pos_1) - (8'd23 + deslocamento) : 8'd0;
    assign calculo_test =   (op_reg && signal_A == signal_B) ? 1'b1 : 
                            (op_reg && signal_A != signal_B) ? 1'b0 : 
                            (!op_reg && signal_A == signal_B) ? 1'b0 :
                            (!op_reg && signal_A != signal_B) ? 1'b1 :
                            1'b0;
    assign resultado_wire = (igual_test) ? {104'd0, 2'b01, data_b_reg[22:0]} : {104'd0, 2'b01, data_a_reg[22:0]};
    assign signal_wire =    (op_reg && signal_A == signal_B) ? signal_A : 
                            (!op_reg && signal_A != signal_B) ? signal_A : 
                            (op_reg && !igual_test) ? signal_B :
                            (!op_reg && !igual_test) ? !signal_B :
                            signal_A;
    always @(posedge clock or posedge reset) 
    begin
        if(reset == 1'b1)begin
            data_o_reg <= 128'd0;
            count_right <= 8'd0;
        end
        else begin
            if (EA == 3'b001) begin
                data_o_reg <= 128'd0;
                count_right <= 8'd0;
            end
            if (EA == 3'b110) begin
                if (count_right < remove_zero) begin
                    count_right <= count_right + 8'd1;
                end
                else if (count_right + add_zero - remove_zero < 8'd23) begin
                    data_o_reg[count_right + add_zero - remove_zero] <= resultado[count_right + deslocamento];      
                    count_right <= count_right + 8'd1;
                end
            end
            if (EA == 3'b111)begin
                if (arredondamento > 2'b01) begin
                    data_o_reg <= data_o_reg + 2'b01;
                end
                data_o_reg[30:23] <= expoente_maior - add_zero + remove_zero;
                data_o_reg[31] <= signal_Resultado;
            end
        end
    end 
    assign expoente_maior = (igual_test) ? expoente_a : expoente_b;
    assign arredondamento = (deslocamento > 8'd2) ? {resultado[deslocamento - 8'd1], resultado[deslocamento - 8'd2]} : 2'd0;
    assign busy = (EA != 3'b000) ? 1'b1 : 1'b0;
    assign ready = (EA == 3'b000) ? 1'b1 : 1'b0;
    assign data_o = (EA == 3'b000) ? data_o_reg : 32'd0;
endmodule
==> flow/run.sh <==
#!/bin/bash
# OpenROAD 26Q1-2900-gdf79404cd8, Yosys 0.63+post, stock flow scripts
make -C /OpenROAD-flow-scripts/flow DESIGN_CONFIG=/design/flow/config.mk WORK_HOME=/design/flow/orfs finish
==> flow/config.mk <==
export PLATFORM = sky130hd
export DESIGN_NAME = soma
export DESIGN_NICKNAME = soma
export VERILOG_FILES = /design/flow/design.v
export SDC_FILE = /design/flow/constraint.sdc
export NUM_CORES = 4
export LEC_CHECK = 1
export CORE_UTILIZATION = 50
==> flow/constraint.sdc <==
current_design soma

set clk_period 22.7
set clk_io_pct 0.2

create_clock -name clk0 -period $clk_period [get_ports {clock}]

set non_clock_inputs [all_inputs -no_clocks]
set_input_delay [expr $clk_period * $clk_io_pct] -clock clk0 $non_clock_inputs
set_output_delay [expr $clk_period * $clk_io_pct] -clock clk0 [all_outputs]
==> results.ini <==
[yosys]
yosys-mux-area-fraction_pct=10.07
post_synth_instance_area_um2=33700
edf_count=0
xor_share_pct=5.985
synth-async-reset-ratio_pct=100.0
synth_top_flop_cell=sky130_fd_sc_hd__dfrtp_1
ys_sh_adder_pct=10.01
ys_seq_elements=400
post_synthesis_cell_count_from_yosys=4029
yosys-stat-area_um2=33700
synth_sequential_area_ratio_pct=29.70
yosys.cell_count.top_type=sky130_fd_sc_hd__nand2_1
synthDominantAreaCellType=sky130_fd_sc_hd__dfrtp_1
ys_top_cells_by_area=sky130_fd_sc_hd__dfrtp_1 (30%), sky130_fd_sc_hd__ha_1 (8.7%), sky130_fd_sc_hd__o21ai_0 (8.4%), sky130_fd_sc_hd__mux4_2 (7.9%), sky130_fd_sc_hd__nand2_1 (6.5%)
simple_gate_portion_of_the_synthesized_area_pct=16.55
ys_top_logic_family=AND-OR/OR-AND gates
yosys_warnings=1
top_cell_area_share_pct=29.70
list_of_most_frequent_post_synthesis_cells=sky130_fd_sc_hd__nand2_1 (580), sky130_fd_sc_hd__o21ai_0 (567), sky130_fd_sc_hd__dfrtp_1 (400)
syn_avg_cell_area_um2=8.364
syn-instance-count=4029
compound_area_share_pct=22.78
synth.distinct_cells=93

[finish]
largest_register_ff_count=129
ratio_of_cells_with_drive_above_1_in_the_final_layout_pct=8.177
final_core_util_pct=56.04
largest_registers=resultado: 129 flops, operador_total: 128 flops
max_flop_register=resultado
area_growth_pct=10.13
postLayoutCellArea_um2=37110

[detailed_routing]
totalWireLength_mm=112.6
detail_route.wl_per_cell_um=22.93
drtAntennaViolNets=0
number_of_inserted_diodes=0
routed_via_density=6.123
drc=0
drt-pass1-iter-count=7
dr.first_iter.drc_count=2442
routed-via-count=30074

[critical_path]
cpMaxStageDelayCell=sky130_fd_sc_hd__o41ai_2
timing.critical_path.fanout_max=24
r2r_cells=29
r2r_setup_slack_ps=14530
kind_of_end_point_of_the_critical_path=register
cp_class=register to register
timing.critical_path.required_ps=23170
cp.arrival_ps=8640
setup.worst_path.start_class=register
crit_path_max_incr_delay_ps=610
reg2reg_to=resultado[93]
r2r-start=data_b_reg[20]

[cts]
numClockSinks=400
clock_latency_ps=630
htree_num_levels=2
cts_buffer_depth=3
cts-buffers-inserted=50
buffer_cell_driving_the_clock_tree_root=sky130_fd_sc_hd__clkbuf_16
clk_pin_slew_ps=60
post_cts_resize_count=0
cts_hold_buf=0
cts_tree=built
post_cts_buffers=0

[hold_path]
holdPathEnd=data_o_reg[29]
worstHoldPathCells=2
hold_path_startpoint=data_o_reg[29]
timing.hold.worst.class=register to register

[final_timing]
rsz0062_at_grt=no
timing.slew.headroom_pct=39.97
timing.final.hold_violations=0
finClkSkew_ps=32.64
worst-slew-pin-transition_ps=892.3
max_clock_freq_mhz=122.4
drv_slew=0
final-setup-viol-count=0
period_used_pct=36.00
least_setup_slack_across_all_paths_after_layout_ps=14530
post-route-min-period_ps=8172
timing.setup.tns_ps=0

[global_routing]
number_of_antenna_violations_at_the_first_check_in_global_routing=2
first_global_vias=28190
grt_remaining_overflow=0
groute.usage.overall_pct=34.76
first_pass_grt_wire_length_mm=172.9
pin_count_of_the_biggest_net_entering_global_routing=80

[die]
initial_core_util_pct=50.89
die_height_um=261.6
die-area_um2=68440
fp-row-count=94
die_w_um=261.6
fp.coreArea_um2=66220
io_pins=102

[placed_design]
place.detailed.hpwl_mm=85.87
placement.cell_area_um2=35320
placement.io_buffers=101
globalplace.congestion=1.005
post-place-ws_ps=14410

[job]
openroad.warnings=46
max_cap_violations=0

[outcome]
status=complete, no violations

-- critical path: cells and delay by family (launching register included) --
| family | cells | cell delay, ps |
|---|---|---|
| xor gates and xnor gates | 2 | 280 |
| muxes | 1 | 350 |
| DFF | 1 | 390 |
| adders and majority gates | 3 | 990 |
| buffers and inverters | 2 | 430 |
| and+or+nand+nor | 10 | 2240 |
| AOI/OAI and AO/OA | 11 | 3320 |
-- worst max-delay path by stage --
stage	start	endpoint	slack [ps]	depth (start not counted)
after CTS	data_b_reg[20]	resultado[125]	14580	32
final	data_b_reg[20]	resultado[93]	14530	29
after global routing	data_b_reg[20]	resultado[93]	13870	29
-- per-layer routing --
| metal | GRT usage (%) | vias to the layer above | routed length, um |
|---|---|---|---|
| met5 | 0.8333 | - | 87 |
| met4 | 6.605 | 4 | 2618 |
| met3 | 14.20 | 149 | 12210 |
| met2 | 46.91 | 995 | 46640 |
| met1 | 54.36 | 14435 | 51060 |
| li1 | - | 14491 | - |
-- cell usage in the layout, fill, tap and decap left out, types with 34 or more instances in the layout --
| cell | synthesis | layout |
|---|---|---|
| sky130_fd_sc_hd__nor2b_1 | 34 | 34 |
| sky130_fd_sc_hd__nand3_1 | 62 | 62 |
| sky130_fd_sc_hd__mux4_2 | 118 | 118 |
| sky130_fd_sc_hd__nand4_1 | 59 | 59 |
| sky130_fd_sc_hd__a31oi_1 | 40 | 40 |
| sky130_fd_sc_hd__clkbuf_16 | 0 | 51 |
| sky130_fd_sc_hd__xor2_1 | 92 | 92 |
| sky130_fd_sc_hd__and3_1 | 44 | 44 |
| sky130_fd_sc_hd__clkdlybuf4s50_1 | 0 | 101 |
| sky130_fd_sc_hd__dfrtp_1 | 400 | 398 |
| sky130_fd_sc_hd__inv_1 | 181 | 180 |
| sky130_fd_sc_hd__xnor2_1 | 132 | 131 |
| sky130_fd_sc_hd__ha_1 | 235 | 233 |
| sky130_fd_sc_hd__a21oi_1 | 389 | 389 |
| sky130_fd_sc_hd__o21bai_1 | 41 | 41 |
| sky130_fd_sc_hd__nand2_1 | 580 | 579 |
| sky130_fd_sc_hd__buf_4 | 8 | 54 |
| sky130_fd_sc_hd__and2_1 | 56 | 56 |
| sky130_fd_sc_hd__o21ai_0 | 567 | 567 |
| sky130_fd_sc_hd__nor3_1 | 65 | 63 |
| sky130_fd_sc_hd__a21o_1 | 107 | 106 |
| sky130_fd_sc_hd__nor2_1 | 215 | 210 |
-- kinds of logic (layout without fill, tap and decap cells) --
family / Yosys count / after routing
flip-flops: 400 / 400
adder cells (fa/ha/maj): 257 / 257
AND-OR/OR-AND: 1332 / 1332
XOR/XNOR: 227 / 227
AND/OR/NAND/NOR: 1223 / 1223
multiplexers: 177 / 177
buffers and inverters: 413 / 432
-- through the flow --
stage          hold slack, ps  std cells
4_1_cts                 481.7       4912
6_report                477.1       4912
3_5_place_dp            468.2       4819
5_1_grt                 510.9       4912
3_3_place_gp            453.4       4819
2_1_floorplan           441.7       4029
-- final cells by class --
type / count / area (um^2)
timing repair buffer: 155 / 1416
clock buffer: 67 / 1436
fill: 6090 / 29110
inverter: 184 / 698.2
tap: 864 / 1081
multi-input combinational: 3216 / 22110
sequential: 400 / 10010
clock inverter: 26 / 352.8
